--- config.mk ---
export PLATFORM = sky130hd
export DESIGN_NAME = MatMul_top
export DESIGN_NICKNAME = MatMul_top
export VERILOG_FILES = /design/flow/design.v
export SDC_FILE = /design/flow/constraint.sdc
export NUM_CORES = 4
export LEC_CHECK = 1
export CORE_UTILIZATION = 30
--- constraint.sdc ---
current_design MatMul_top

set clk_period 25.5
set clk_io_pct 0.2

create_clock -name clk0 -period $clk_period [get_ports {clk}]

set non_clock_inputs [all_inputs -no_clocks]
set_input_delay [expr $clk_period * $clk_io_pct] -clock clk0 $non_clock_inputs
set_output_delay [expr $clk_period * $clk_io_pct] -clock clk0 [all_outputs]
--- design.v ---
module MatMul (
	input clk,
	input rw, cs, comdat,
	input[7:0] data_in,
	output[7:0] data_out
);
reg[7:0] ram_a[0:63], ram_b[0:63];
reg[7:0] a[0:15], b[0:15];
wire[63:0] c;
reg[7:0] ab[0:127];
reg[6:0] addr = 0, ab_addr = 0;
TwoByEightMatMul mm({a[0],a[1],a[2],a[3],a[4],a[5],a[6],a[7],a[8],a[9],a[10],a[11],a[12],a[13],a[14],a[15]},
					  {b[0],b[1],b[2],b[3],b[4],b[5],b[6],b[7],b[8],b[9],b[10],b[11],b[12],b[13],b[14],b[15]},
						c);
assign data_out = ab[addr];
localparam S0 = 4'd0, S1 = 4'd1, S2 = 4'd3, S3 = 4'd2, S4 = 4'd4, S5 = 4'd5, S6 = 4'd7, S7 = 4'd6, S8 = 4'd8, S9 = 4'd9, S10 = 4'd11, S11 = 4'd10,
			  S12 = 4'd12, S13 = 4'd13, S14 = 4'd15, S15 
			  = 4'd14;
reg[3:0] state = S0, nextstate = S0;
integer i;
always @(posedge clk) begin
	if(cs) begin
		if(rw == 1) begin								 
			addr <= addr + 7'b0000001;
		end else begin									 
			if(comdat == 0) begin					 
				addr <= addr + 7'b0000001;
				if(addr[6] == 0)
					ram_a[addr[5:0]] <= data_in;
				else
					ram_b[addr[5:0]] <= data_in;
			end else begin								 
				addr <= data_in[6:0];
			end
		end
	end
end
always @(posedge clk) begin
	state <= nextstate;
	ab[ab_addr] <= c[63-:8];
	ab[ab_addr+1] <= c[55-:8];
	ab[ab_addr+2] <= c[47-:8];
	ab[ab_addr+3] <= c[39-:8];
	ab[ab_addr+16] <= c[31-:8];
	ab[ab_addr+17] <= c[23-:8];
	ab[ab_addr+18] <= c[15-:8];
	ab[ab_addr+19] <= c[7:0]; 
end
always @(state)begin
	nextstate <= state + 4'b1;
	case(state)
		S0: begin
			for(i=0; i<8; i=i+1)begin
				a[i] <= ram_a[i];
				b[i] <= ram_b[8*i];
			end
			for(i=0; i<8; i=i+1)begin
				a[8+i] <= ram_a[8+i];
				b[8+i] <= ram_b[8*i+1];
			end
			ab_addr <= 0; 
		end
		S1: begin
			for(i=0; i<8; i=i+1)begin
				a[i] <= ram_a[i];
				b[i] <= ram_b[8*i+2];
			end
			for(i=0; i<8; i=i+1)begin
				a[8+i] <= ram_a[8+i];
				b[8+i] <= ram_b[8*i+3];
			end
			ab_addr <= 4;
		end
		S2: begin
			for(i=0; i<8; i=i+1)begin
				a[i] <= ram_a[i];
				b[i] <= ram_b[8*i+4];
			end
			for(i=0; i<8; i=i+1)begin
				a[8+i] <= ram_a[8+i];
				b[8+i] <= ram_b[8*i+5];
			end
			ab_addr <= 8;
		end
		S3: begin
			for(i=0; i<8; i=i+1)begin
				a[i] <= ram_a[i];
				b[i] <= ram_b[8*i+6];
			end
			for(i=0; i<8; i=i+1)begin
				a[8+i] <= ram_a[8+i];
				b[8+i] <= ram_b[8*i+7];
			end
			ab_addr <= 12;
		end
		S4: begin
			for(i=0; i<8; i=i+1)begin
				a[i] <= ram_a[i+16];
				b[i] <= ram_b[8*i];
			end
			for(i=0; i<8; i=i+1)begin
				a[8+i] <= ram_a[i+24];
				b[8+i] <= ram_b[8*i+1];
			end
			ab_addr <= 32;
		end
		S5: begin
			for(i=0; i<8; i=i+1)begin
				a[i] <= ram_a[i+16];
				b[i] <= ram_b[8*i+2];
			end
			for(i=0; i<8; i=i+1)begin
				a[8+i] <= ram_a[i+24];
				b[8+i] <= ram_b[8*i+3];
			end
			ab_addr <= 36;
		end
		S6: begin
			for(i=0; i<8; i=i+1)begin
				a[i] <= ram_a[i+16];
				b[i] <= ram_b[8*i+4];
			end
			for(i=0; i<8; i=i+1)begin
				a[8+i] <= ram_a[i+24];
				b[8+i] <= ram_b[8*i+5];
			end
			ab_addr <= 40;
		end
		S7: begin
			for(i=0; i<8; i=i+1)begin
				a[i] <= ram_a[i+16];
				b[i] <= ram_b[8*i+6];
			end
			for(i=0; i<8; i=i+1)begin
				a[8+i] <= ram_a[i+24];
				b[8+i] <= ram_b[8*i+7];
			end
			ab_addr <= 44;
		end
		S8: begin
			for(i=0; i<8; i=i+1)begin
				a[i] <= ram_a[i+32];
				b[i] <= ram_b[8*i];
			end
			for(i=0; i<8; i=i+1)begin
				a[8+i] <= ram_a[i+40];
				b[8+i] <= ram_b[8*i+1];
			end
			ab_addr <= 64;
		end
		S9: begin
			for(i=0; i<8; i=i+1)begin
				a[i] <= ram_a[i+32];
				b[i] <= ram_b[8*i+2];
			end
			for(i=0; i<8; i=i+1)begin
				a[8+i] <= ram_a[i+40];
				b[8+i] <= ram_b[8*i+3];
			end
			ab_addr <= 68;
		end
		S10: begin
			for(i=0; i<8; i=i+1)begin
				a[i] <= ram_a[i+32];
				b[i] <= ram_b[8*i+4];
			end
			for(i=0; i<8; i=i+1)begin
				a[8+i] <= ram_a[i+40];
				b[8+i] <= ram_b[8*i+5];
			end
			ab_addr <= 72;
		end
		S11: begin
			for(i=0; i<8; i=i+1)begin
				a[i] <= ram_a[i+32];
				b[i] <= ram_b[8*i+6];
			end
			for(i=0; i<8; i=i+1)begin
				a[8+i] <= ram_a[i+40];
				b[8+i] <= ram_b[8*i+7];
			end
			ab_addr <= 76;
		end
		S12: begin
			for(i=0; i<8; i=i+1)begin
				a[i] <= ram_a[i+48];
				b[i] <= ram_b[8*i];
			end
			for(i=0; i<8; i=i+1)begin
				a[8+i] <= ram_a[i+56];
				b[8+i] <= ram_b[8*i+1];
			end
			ab_addr <= 96;
		end
		S13: begin
			for(i=0; i<8; i=i+1)begin
				a[i] <= ram_a[i+48];
				b[i] <= ram_b[8*i+2];
			end
			for(i=0; i<8; i=i+1)begin
				a[8+i] <= ram_a[i+56];
				b[8+i] <= ram_b[8*i+3];
			end
			ab_addr <= 100;
		end
		S14: begin
			for(i=0; i<8; i=i+1)begin
				a[i] <= ram_a[i+48];
				b[i] <= ram_b[8*i+4];
			end
			for(i=0; i<8; i=i+1)begin
				a[8+i] <= ram_a[i+56];
				b[8+i] <= ram_b[8*i+5];
			end
			ab_addr <= 104;
		end
		S15: begin
			for(i=0; i<8; i=i+1)begin
				a[i] <= ram_a[i+48];
				b[i] <= ram_b[8*i+6];
			end
			for(i=0; i<8; i=i+1)begin
				a[8+i] <= ram_a[i+56];
				b[8+i] <= ram_b[8*i+7];
			end
			ab_addr <= 108;
		end
		default: begin
			for(i=0; i<16; i=i+1)begin
				a[i] <= 8'd0;
				b[i] <= 8'd0;
			end
			ab_addr <= 0;
		end
	endcase
end
endmodule
module MatMul_top (
	input clk, read, resetn, cs,
	input[31:0] writedata,
	output[31:0] readdata,
	output[7:0] conduit
);
wire[7:0] from_mm, to_mm;
assign conduit = from_mm;
assign readdata = {24'b0, from_mm};
assign to_mm = writedata[7:0];
MatMul mm(.clk(clk), .cs(cs), .rw(read), .comdat(to_mm[7]), .data_in({1'b0, to_mm[6:0]}), .data_out(from_mm));
endmodule 
module TwoByEightMatMul (
	input [127:0] a, b,
	output[63:0] c
);
wire [63:0] ca, cb, cc, cd;
TwoByTwoMatMul matmul1({a[127-:16],a[63-:16]},{b[127-:16],b[63-:16]},ca);
TwoByTwoMatMul matmul2({a[111-:16],a[47-:16]},{b[111-:16],b[47-:16]},cb);
TwoByTwoMatMul matmul3({a[95-:16],a[31-:16]},{b[95-:16],b[31-:16]},cc);
TwoByTwoMatMul matmul4({a[79-:16],a[15:0]},{b[79-:16],b[15:0]},cd);
genvar i;
generate
for(i=16; i<=64; i=i+16) begin: gen
	assign c[(i-1)-:16] = ca[(i-1)-:16] + cb[(i-1)-:16] + cc[(i-1)-:16] + cd[(i-1)-:16];
end
endgenerate
endmodule
module TwoByTwoMatMul(
	input [31:0] a, b,
	output [63:0] c
);
wire[7:0] a0, a1, a2, a3, b0, b1, b2, b3;
assign a0 = a[31:24];
assign a1 = a[23:16];
assign a2 = a[15:8];
assign a3 = a[7:0];
assign b0 = b[31:24];
assign b1 = b[23:16];
assign b2 = b[15:8];
assign b3 = b[7:0];
assign c[63:48] = a0*b0+a1*b1;
assign c[47:32] = a0*b2+a1*b3;
assign c[31:16] = a2*b0+a3*b1;
assign c[15:0]  = a2*b2+a3*b3;
endmodule
--- run.sh ---
#!/bin/bash
# OpenROAD 26Q1-2900-gdf79404cd8, Yosys 0.63+post, stock flow scripts
make -C /OpenROAD-flow-scripts/flow DESIGN_CONFIG=/design/flow/config.mk WORK_HOME=/design/flow/orfs finish
==> results.sh <==
# yosys + openroad results
export IMPL_status="complete, but fails checks"
export IMPL_violations="antenna rules"
export IMPL_tritoncts="built"
export IMPL_period_used_pct=45.9
export IMPL_rows=242
export IMPL_clock_path_buffers=4
export IMPL_cp_data_required_time_ns=26.14
export IMPL_dp_cells=16300
export IMPL_synth_edff_count=1927
export IMPL_cpPeakStageDelay_ns=0.70
export IMPL_fin_cells=16700
export IMPL_drtIter0Drc=5239
export IMPL_die_h_um=664
export IMPL_cellPowerDensity_nw_per_um2=51.7
export IMPL_firstDrtPassIters=6
export IMPL_syn_area_um2=132000
export IMPL_globalplace_congestion=1.00
export IMPL_critPathArrivalTime_ns=12.33
export IMPL_overflow=0
export IMPL_leakage_nw=59.0
export IMPL_tightest_slew_ns=0.919
export IMPL_ant_nets=1
export IMPL_postSynthSeqShare_pct=44.1
export IMPL_post_cts_buffers=0
export IMPL_ys_flop_type="edfxtp_1"
export IMPL_async_flop_share_pct=0
export IMPL_setup_viol=0
export IMPL_globalRouteMet2Util_pct=29.1
export IMPL_slew_limit_headroom_pct=38.5
export IMPL_sw_frac_of_total_pct=26.3
export IMPL_fin_skew_ns=0.136
export IMPL_ys_warn_count=3
export IMPL_cpMostUsedCell="fa_1"
export IMPL_core_area_um2=435000
export IMPL_chip_area_um2=441000
export IMPL_port_buffers=26
export IMPL_slowest_stage="dfxtp_4"
export IMPL_power_switching_mw=1.99
export IMPL_rsz0062_at_grt="false"
export IMPL_cts_root_buf="clkbuf_16"
export IMPL_avgSynthCellArea_um2=12.4
export IMPL_grt_total_usage_pct=19.9
export IMPL_globalRouteMet3Util_pct=14.1
export IMPL_power_frac_comb_pct=14.5
export IMPL_holdBufCountCts=0
export IMPL_path_class="register to register"
export IMPL_htreeDepth=4
export IMPL_whs_ns=0.590
export IMPL_drv_cap=0
export IMPL_ys_cells=10600
export IMPL_warning_count=62
export IMPL_start_kind="register"
export IMPL_final_setup_tns_ns=0
export IMPL_p_int_mw=5.56
export IMPL_die_width_um=664
export IMPL_yosys_area_um2=132000
export IMPL_insertion_delay_ns=0.92
export IMPL_synth_flops=1931
export IMPL_numCtsBuffers=194
export IMPL_drc=0
export IMPL_grt_pass1_vias=86700
export IMPL_maxSlewViolCount=0
export IMPL_hpwl_mm=300
export IMPL_worst_path_dominant_cell_family="adder cells"
export IMPL_grt_pass1_wl_mm=596
export IMPL_routed_via_density=4.87
export IMPL_synth_cell_type_count=86
export IMPL_final_layout_size_suffix_gt1_share_pct=11.1
export IMPL_hold_violations=0
export IMPL_power_frac_clock_pct=36.3
export IMPL_antenna_found_initial=23
export IMPL_use_met1_pct=23.3
export IMPL_cts_sinks=1931
export IMPL_period_minus_slack_ns=11.69
export IMPL_syn2layout_area_growth_pct=11.0
export IMPL_busiest_layer="met2"
export IMPL_end_kind="register"
export IMPL_critPathMaxFanout=51
export IMPL_fp_utilization_pct=30.2
export IMPL_grt_max_degree=81
export IMPL_ir_drop_mv=0.0664
export IMPL_seqPwrFrac_pct=49.3
export IMPL_synthesis_instances=10600
export IMPL_via_count=81200
export IMPL_cts_resized=0
export IMPL_clk_pin_slew_ns=0.06
export IMPL_max_freq_mhz=85.5
export IMPL_path_buffers=9
export IMPL_drt_total_wl_mm=410
export IMPL_pin_count=76
export IMPL_wire_per_inst_um=24.6
export IMPL_hold_path_class="register to register"
==> synth_stat cells, types with 30 or more instances <==
cell type | count | area share, %
edfxtp_1 | 1927 | 44
inv_1 | 1888 | 5.4
fa_1 | 1432 | 22
nor2_1 | 1379 | 3.9
ha_1 | 889 | 8.5
nand2_1 | 584 | 1.7
clkbuf_1 | 204 | 0.58
mux2i_1 | 203 | 1.5
buf_2 | 192 | 0.73
a21oi_1 | 191 | 0.73
or2_2 | 170 | 0.81
o21ai_0 | 169 | 0.64
a221oi_1 | 114 | 0.76
a222oi_1 | 113 | 0.86
mux2_2 | 95 | 0.81
a22oi_1 | 86 | 0.49
buf_4 | 81 | 0.46
mux4_2 | 74 | 1.3
o22ai_1 | 67 | 0.32
and2_1 | 64 | 0.30
o221ai_2 | 64 | 0.73
xnor2_1 | 53 | 0.35
nand2b_1 | 42 | 0.20
o21a_1 | 39 | 0.22
a31oi_1 | 31 | 0.15
buf_1 | 31 | 0.088
o21ai_1 | 30 | 0.11
==> kinds of logic (layout without fill, tap and decap cells) <==
logic type      Yosys count  after routing  synth area share [%]
buf+inv                2424           2696                  7.50
simple gates           2391           2391                  7.65
fa+ha+maj              2321           2321                  30.3
flops                  1931           1931                  44.1
compound gates         1109           1109                  6.41
mux                     372            372                  3.63
xor+xnor                 77             77                 0.513
other cells               1             42               0.00285
==> layer usage <==
layer | vias up | wire length [um]
met3 | 714 | 68200
met2 | 3790 | 182000
li1 | 35800 | -
met1 | 40900 | 142000
met4 | 40 | 18300
met5 | - | 450
==> power groups by stage <==
stage	Sequential, mW	Combinational (mW)	Clock, mW
5_1_grt	3.72	1.17	2.89
6_report	3.72	1.09	2.74
4_1_cts	3.72	1.10	2.78
==> through the flow <==
stage / setup slack (ns) / util [%] / instance area (um2) / power, mW
finish: 13.81 / 33.5 / 146000 / 7.55
global route: 13.27 / 33.5 / 146000 / 7.78
CTS: 13.73 / 33.5 / 146000 / 7.60
detailed placement: 13.84 / 32.2 / 140000 / 4.88
global placement: 13.78 / 32.2 / 140000 / 4.88
floorplan: 16.14 / - / 132000 / 4.31
==> state kept, by name, summed over array words and instances (netlist names) <==
register,flops
mm.state,4
mm.ram_b,448
mm.ram_a,448
mm.addr,7
mm.ab,1024
==> final cells by class <==
| class | instances | area [um2] |
|---|---|---|
| Inverter | 1888 | 7090 |
| Antenna cell | 18 | 45.0 |
| Tap cell | 5734 | 7170 |
| Sequential cell | 1931 | 58000 |
| Multi-Input combinational cell | 6294 | 64200 |
| Timing Repair Buffer | 464 | 3570 |
| Clock inverter | 115 | 910 |
| Clock buffer | 229 | 5070 |
| Fill cell | 42500 | 289000 |
==> worst reg2reg max path: cells and delay by family (launching register included) <==
family	cells	cell delay [ns]
AND-OR/OR-AND	4	0.87
XOR/XNOR	1	0.16
adder cells (fa/ha/maj)	11	5.38
buffers and inverters	9	3.25
flip-flops	1	0.70
multiplexers	1	0.24
AND/OR/NAND/NOR	3	0.85
==> final timing paths <==
| path | startpoint | to | slack (ns) | cells after the start |
|---|---|---|---|---|
| min | mm.state[0] | mm.state[0] | 0.59 | 1 |
| max | mm.state[3] | mm.ab[60][4] | 13.81 | 29 |
| max reg2reg | mm.state[3] | mm.ab[60][4] | 13.81 | 29 |
| min reg2reg | mm.state[0] | mm.state[0] | 0.59 | 1 |
==> layout by cell type (no fill, tap or decap), types with 21 or more instances in the layout <==
master	netlist	routed
edfxtp_1	1927	1927
inv_1	1888	1886
fa_1	1432	1432
nor2_1	1379	1361
ha_1	889	886
nand2_1	584	582
buf_4	81	442
mux2i_1	203	203
clkbuf_16	0	198
a21oi_1	191	190
or2_2	170	170
a222oi_1	113	113
a221oi_1	114	113
o21ai_1	30	101
mux2_2	95	95
o21ai_0	169	92
a22oi_1	86	86
mux4_2	74	74
o22ai_1	67	65
o221ai_2	64	64
and2_1	64	63
clkinv_1	0	50
xnor2_1	53	48
nand2b_1	42	41
o21a_1	39	39
clkinv_2	0	33
a31oi_1	31	31
clkbuf_1	204	31
a21o_1	29	29
or2_1	27	26
nand3_1	27	24
a211oi_1	24	24
conb_1	1	24
xor2_1	24	21
Power and IR drop assume default switching activity.
