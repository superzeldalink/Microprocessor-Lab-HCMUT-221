--- ./design.v ---
module TwoByFourMatMul (
	input [63:0] a, b,
	output[63:0] c
);
wire [63:0] ca, cb;
TwoByTwoMatMul matmul1({a[63:48],a[31:16]},{b[63:48],b[31:16]},ca);
TwoByTwoMatMul matmul2({a[47:32],a[15:0]},{b[47:32],b[15:0]},cb);
genvar i;
generate
for(i=16; i<=64; i=i+16) begin: gen
	assign c[(i-1)-:16] = ca[(i-1)-:16] + cb[(i-1)-:16];
end
endgenerate
endmodule
module TwoByTwoMatMul(
	input [31:0] a, b,
	output [63:0] c
);
wire[7:0] a0, a1, a2, a3, b0, b1, b2, b3;
assign a0 = a[31:24];
assign a1 = a[23:16];
assign a2 = a[15:8];
assign a3 = a[7:0];
assign b0 = b[31:24];
assign b1 = b[23:16];
assign b2 = b[15:8];
assign b3 = b[7:0];
assign c[63:48] = a0*b0+a1*b1;
assign c[47:32] = a0*b2+a1*b3;
assign c[31:16] = a2*b0+a3*b1;
assign c[15:0]  = a2*b2+a3*b3;
endmodule
--- ./constraint.sdc ---
current_design TwoByFourMatMul

set clk_period 10.8
set clk_io_pct 0.2

create_clock -name clk0 -period $clk_period

set non_clock_inputs [all_inputs -no_clocks]
set_input_delay [expr $clk_period * $clk_io_pct] -clock clk0 $non_clock_inputs
set_output_delay [expr $clk_period * $clk_io_pct] -clock clk0 [all_outputs]
--- ./config.mk ---
export PLATFORM = sky130hd
export DESIGN_NAME = TwoByFourMatMul
export DESIGN_NICKNAME = TwoByFourMatMul
export VERILOG_FILES = /design/flow/design.v
export SDC_FILE = /design/flow/constraint.sdc
export NUM_CORES = 4
export LEC_CHECK = 1
export CORE_UTILIZATION = 40
--- ./run.sh ---
#!/bin/bash
# OpenROAD 26Q1-2900-gdf79404cd8, Yosys 0.63+post, stock flow scripts
make -C /OpenROAD-flow-scripts/flow DESIGN_CONFIG=/design/flow/config.mk WORK_HOME=/design/flow/orfs finish
==> impl_metrics.toml <==
# physical design summary
[layout]
sequential_cell_area_um2 = 0
fillers = 7921
sequential_cell_total = 0
syn2layout_area_growth_pct = 26.9
post_route_standard_cell_area_excluding_fillers_um2 = 44700
final.clkbuf_count = 0
fraction_of_layout_cells_with_a_size_suffix_above_1_pct = 18.3
layout.core_utilization_pct = 51.4

[drt]
dr.pass1.iters = 5
via_per_inst = 4.61
drcViolationCount = 0
dr_total_vias = 26300
drt-total-wl_um = 103000
detail_route.wl_per_cell_um = 18.1
number_of_nets_with_antenna_violations_after_routing = 0
detail_route.iter0.violations = 785

[placement]
place_ws_ps = -598
io_buffer_count = 192
placement.cell_area_um2 = 42000
detailed_place_hpwl_um = 88500
place_congestion = 0.968

[synth]
synth_sequential_area_ratio_pct = 0
topCombFamilyByArea = "adder cells"
netlist.area_leader.share_pct = 49.6
fa_ha_area_share_pct = 66.2
ys_chip_area_um2 = 35200
largest_area_cell = "sky130_fd_sc_hd__fa_1"
yosysWarnings = 0
synthesis.instances = 3905
yosys.area_share.xor_xnor_pct = 2.01
ys_cells = 3905
avgSynthCellArea_um2 = 9.02
netlist_top_cells_area = "sky130_fd_sc_hd__fa_1, sky130_fd_sc_hd__ha_1, sky130_fd_sc_hd__inv_1, sky130_fd_sc_hd__and2_1, sky130_fd_sc_hd__nand2_1"
synthesized_area_um2 = 35200
number_of_distinct_library_cell_variants_in_the_gate_level_netlist_after_synthesis = 41
synthMuxAreaShare_pct = 0
compound_area_share_pct = 1.72
ys_sh_simple_pct = 16.2

[die]
design.portCount = 192
die_height_um = 299
placeableCoreArea_um2 = 87000
die_w_um = 299
die-area_um2 = 89200
initial_utilization_pct = 40.5
rows = 108

[setup_path]
timing.critical_path.slowest_cell_delay_ps = 540
crit_fanout = 15
critical_path_class = "in2out"
nature_of_the_critical_path_startpoint = "input port"
cpMaxStageDelayCell = "sky130_fd_sc_hd__fa_1"
data_arrival_time_at_the_worst_slack_endpoint_ps = 8500
timing.critical_path.mode_cell = "sky130_fd_sc_hd__fa_1"
critical-path-top-delay-family = "adder cells"
crit_buf_inv = 10
critPathCaptureType = "primary output"
timing.critical_path.cells = "clkdlybuf4s50_1 -> buf_4 -> nand2_1 -> fa_1 -> inv_1 -> ha_1 -> inv_1 -> fa_1 -> inv_1 -> fa_1 -> fa_1 -> fa_1 -> fa_1 -> inv_1 -> fa_1 -> inv_1 -> ha_1 -> o21ai_0 -> o21bai_1 -> inv_1 -> buf_4 -> o31ai_4 -> xnor2_1 -> buf_2"
worst-endpoint-required_ps = 8640

[global_route]
grt_use_met3_pct = 9.68
grt_pass1_wl_um = 162000
grt_overflow_total = 0
gr-usage-met2_pct = 41.0
use_met1_pct = 34.4
first_global_vias = 28400
grt_max_degree = 17
groute.usage.overall_pct = 25.7
grt-busiest-layer = "met2"
antenna_found_initial = 10

[run_status]
outcome = "finished, final reports clean"

[final_timing]
worst-slew-pin-transition_ps = 572
timing.final.hold_violations = 0
post-route-worst-setup-slack_ps = 145
holdWs_ps = 5480
timing.slew.headroom_pct = 61.6
time_the_worst_path_needs_with_i_o_delays_and_setup_ps = 10660
rsz0062_at_grt = "true"
timing_max_transition_violations_final = 0
period_used_pct = 98.7
finalSetupViolations = 0
fmax_mhz = 93.8

[flow_run]
drv_cap = 0
warning_count = 34

[hold_path]
hold_path.class = "in2out"
synthesized netlist by cell type, types with 2 or more instances:
master	number
sky130_fd_sc_hd__a211oi_1	4
sky130_fd_sc_hd__clkbuf_1	128
sky130_fd_sc_hd__xor2_1	9
sky130_fd_sc_hd__ha_1	468
sky130_fd_sc_hd__o21a_1	14
sky130_fd_sc_hd__xnor2_1	72
sky130_fd_sc_hd__inv_1	1176
sky130_fd_sc_hd__nor3_1	8
sky130_fd_sc_hd__o22ai_1	2
sky130_fd_sc_hd__o21ai_0	13
sky130_fd_sc_hd__nand2b_1	6
sky130_fd_sc_hd__or3_1	3
sky130_fd_sc_hd__o21ai_1	6
sky130_fd_sc_hd__a31oi_1	2
sky130_fd_sc_hd__a21o_1	7
sky130_fd_sc_hd__and2_1	614
sky130_fd_sc_hd__o21bai_1	4
sky130_fd_sc_hd__fa_1	872
sky130_fd_sc_hd__a21oi_1	25
sky130_fd_sc_hd__o31a_1	4
sky130_fd_sc_hd__nand2_1	414
sky130_fd_sc_hd__nand3_1	2
sky130_fd_sc_hd__nor2b_1	5
sky130_fd_sc_hd__nor4_1	3
sky130_fd_sc_hd__nor2_1	28
per-layer routing:
metal / vias to the layer above / part of all wire (%)
met1: 13100 / 38
met3: 127 / 10
li1: 12300 / -
met4: 6 / 3.3
met2: 731 / 48
met5: - / 0.041
per-stage QoR:
step / TNS (ps) / cells
detailed placement: -13050 / 5517
CTS: -222 / 5642
floorplan: 0 / 3905
global route: -358 / 5692
finish: 0 / 5694
global placement: -12910 / 5517
timing repair:
| action | in CTS | in global routing |
|---|---|---|
| gates resized | 433 | 230 |
| endpoints found under the hold margin | 0 | 0 |
| gates cloned | 11 | 3 |
| setup endpoints to repair | 36 | 32 |
| hold buffers | 0 | 0 |
| pin swaps | 212 | 220 |
| setup buffers | 120 | 56 |
cells in the final DEF (no fill, tap or decap), types with 16 or more instances in the layout:
cell | Yosys | routed
sky130_fd_sc_hd__inv_1 | 1176 | 1142
sky130_fd_sc_hd__fa_1 | 872 | 827
sky130_fd_sc_hd__and2_1 | 614 | 589
sky130_fd_sc_hd__ha_1 | 468 | 444
sky130_fd_sc_hd__nand2_1 | 414 | 395
sky130_fd_sc_hd__buf_4 | 0 | 385
sky130_fd_sc_hd__buf_12 | 0 | 93
sky130_fd_sc_hd__xnor2_1 | 72 | 69
sky130_fd_sc_hd__buf_6 | 0 | 61
sky130_fd_sc_hd__dlygate4sd2_1 | 0 | 54
sky130_fd_sc_hd__clkdlybuf4s50_1 | 0 | 47
sky130_fd_sc_hd__fa_2 | 0 | 45
sky130_fd_sc_hd__inv_2 | 0 | 34
sky130_fd_sc_hd__buf_2 | 0 | 29
sky130_fd_sc_hd__and2_4 | 0 | 25
sky130_fd_sc_hd__nor2_1 | 28 | 22
sky130_fd_sc_hd__clkbuf_2 | 0 | 22
sky130_fd_sc_hd__ha_4 | 0 | 19
sky130_fd_sc_hd__nand2_2 | 0 | 16
sky130_fd_sc_hd__buf_8 | 0 | 16
logic make-up (layout without fill, tap and decap cells):
logic type      Yosys count  after routing
compound gates           93             93
xor+xnor                 81             81
fa+ha+maj              1340           1340
other cells               0              3
simple gates           1087           1087
buf+inv                1304           1935
final timing paths:
| path | slack, ps | start | cells after the start | endpoint |
|---|---|---|---|---|
| min | 5480 | a[56] | 6 | c[32] |
| max | 140 | a[30] | 24 | c[15] |
cell type report:
cell class | instances | area (um2) | area share [%]
multi-input cells | 2601 | 31100 | 69.6
repair buffers | 759 | 7710 | 17.3
diodes | 3 | 7.51 | 0.0168
inverters | 1176 | 4410 | 9.88
well taps | 1155 | 1450 | 3.23
